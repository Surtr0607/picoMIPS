==> flow/design.v <==
package cpuConfig;
    parameter N      = 8;    
    parameter A_SIZE = 2;    
    parameter O_SIZE = 3;    
    parameter P_SIZE = 4;    
    parameter R_SIZE = 2;    
    typedef enum logic [(O_SIZE-1):0] {
        LDI,     
        LDS,     
        ADD,     
        ADDI,    
        MUL,     
        MULI,    
        WAIT0,   
        WAIT1    
    } opCode_t;
    typedef enum logic [(A_SIZE-1):0] {
        ALU_A,       
        ALU_B,       
        ALU_ADD,     
        ALU_MUL      
    } aluFunc_t;
endpackage
module alu #(parameter n =8, parameter A_SIZE = 2) (  
   input wire signed [n-1:0] a, b,  
   input wire [1:0] ALUfunc,  
   output logic signed [n-1:0] result  
);       
    logic signed [15:0] multiplyResult;
    assign multiplyResult = a * b;
    always_comb begin
        case (ALUfunc)
            2'b00:      result = a;
            2'b01:      result = b;
            2'b10:    result = a + b;
            2'b11:    result = multiplyResult[14:7];
            default:    result = a;
        endcase
    end
endmodule
module dataPath
    #(
        parameter n = 8,         
        parameter A_SIZE = 2,    
        parameter R_SIZE = 2     
    )
    (
        output wire [(n-1):0] displayResult,
        input wire [9:0] SW,
        input wire [1:0] ALUfunc,
        input wire imm,
        input wire immswitches,
        input wire [(R_SIZE-1):0] Raddr1,
        input wire [(n-1):0] Raddr2,
        input wire clk
    );
    wire [(n-1):0] Rdata1, Rdata2;
    wire [(n-1):0] aluA, aluB, result;
    assign aluA = Rdata1;
    assign aluB = imm ? (immswitches ? SW[(n-1):0] : Raddr2) : Rdata2;
    assign displayResult = result;
    regs
        #(
            .n(n),
            .R_SIZE(R_SIZE)
        ) re
        (
            .Rdata1(Rdata1),
            .Rdata2(Rdata2),
            .Wdata(result),
            .Raddr1(Raddr1),
            .Raddr2(Raddr2[(R_SIZE-1):0]),
            .clk(clk)
        );
    alu
        #(
            .n(n)
        ) al
        (
            .result(result),
            .a(aluA),
            .b(aluB),
            .ALUfunc(ALUfunc)
        );
endmodule
module regs #(parameter n = 8, R_SIZE = 2)(  
	input wire clk,  
	input wire [n-1:0] Wdata,
	input wire [R_SIZE-1:0] Raddr1, Raddr2,
	output logic [n-1:0] Rdata1, Rdata2
);
	logic [n-1:0] gpr [3:0];
	always_ff @ (posedge clk)
	begin
            gpr[Raddr1] <= Wdata;
		end
	assign Rdata1 = gpr[Raddr1];
	assign Rdata2 = gpr[Raddr2];
endmodule  
==> flow/run.sh <==
#!/bin/bash
# OpenROAD 26Q1-2900-gdf79404cd8, Yosys 0.63+post, stock flow scripts
make -C /OpenROAD-flow-scripts/flow DESIGN_CONFIG=/design/flow/config.mk WORK_HOME=/design/flow/orfs finish
==> flow/config.mk <==
export PLATFORM = sky130hd
export DESIGN_NAME = dataPath
export DESIGN_NICKNAME = dataPath
export VERILOG_FILES = /design/flow/design.v
export SDC_FILE = /design/flow/constraint.sdc
export NUM_CORES = 4
export LEC_CHECK = 1
export CORE_UTILIZATION = 50
==> flow/constraint.sdc <==
current_design dataPath

set clk_period 10.0
set clk_io_pct 0.2

create_clock -name clk0 -period $clk_period [get_ports {clk}]

set non_clock_inputs [all_inputs -no_clocks]
set_input_delay [expr $clk_period * $clk_io_pct] -clock clk0 $non_clock_inputs
set_output_delay [expr $clk_period * $clk_io_pct] -clock clk0 [all_outputs]
==> results_slide.txt <==
Synthesis and Place & Route Summary

Cells and area
  • Top reg by flops: re.gpr
  • Max reg flops: 32
  • Area grow syn2layout: 26.93%
  • Share of post-route cells with drive strength above 1: 0.2588
  • Biggest regs: re.gpr: 32 flops
  • Non-Filler Instances: 619
  • Fillcell total: roughly 670

Logic synthesis
  • Ys flops: 32
  • Cells after Synth: 414
  • Post-Syn Area: 4274 sq um
  • Synth Area per Inst: 10.32 sq um
  • Post-synth area hogs: fa_1 (24%), edfxtp_1 (22%), ha_1 (9.4%)
  • Most used DFF post-synth: edfxtp_1
  • Flip-flops with a built-in enable: 32
  • Unique cell types: 46
  • Sequential-to-total area share from yosys stat: 0.2248
  • Synth top area share: 0.2389
  • Ys cells: about 410
  • Synth area leader: fa_1
  • Yosys stat chip area: 4274 sq um
  • Post-synth ARST share: 0
  • Ys Warns: 2

Floorplan
  • FP Util: 0.5176
  • Die W: 94.46 microns
  • Core area: 8258 sq um
  • Top-Level Pins: 33
  • FP Rows: 33
  • Die ar.: roughly 8900 sq um
  • Die Ht: ~94 microns

Route
  • Vias after detailed routing: roughly 3,200
  • DRT iter0 DRCs: ~83
  • Wire per inst: 14.97 microns
  • ANT nets after route: 0
  • DRC errors left: 0
  • Routed WL: 9.269 mm
  • N_diodes: 0
  • Vias per cell: just over 5
  • Pre-Repair DR Iteration Count: 4

Worst setup path
  • WP data arrival: 7.73 ns
  • Critical path, cell by cell: clkdlybuf4s50_1, buf_6, buf_12, mux4_2, nor2_1, a21o_1, nor2_2, fa_1, inv_2, fa_1, inv_1, fa_1, inv_1, fa_1, inv_2, ha_4, a21o_1, a21oi_2, o211ai_1, and2_1, buf_4, xor2_1, mux4_2, clkdlybuf4s50_1
  • Family with the most delay on the worst path: adder cells
  • Critical Path RT: roughly 8.0 ns
  • Crit-path max FO: 4
  • Crit start category: input port
  • Crit end category: output port
  • Critical path class: input port to output port
  • Crit path largest cell delay: 0.56 ns
  • CP dominant cell by count: fa_1
  • Worst path slowest cell: fa_1
  • Buf/Inv on CP: 9

Status
  • Outcome: finished, final reports clean

Min path
  • Worst Hold Class: flop to flop

Final timing
  • RSZ-0062 raised after global routing: true
  • Fin crit share: 0.9732
  • Total negative slack: 0 ns
  • Maximum clock rate: roughly 100 MHz
  • Fin. max-slew vios: 0
  • Final setup viols: 0
  • Slew HR: 0.3975
  • Worst slew pin tran: 0.9004 ns
  • Hold Violations, Final: 0
  • Minimum clock period: 9.732 ns
  • Clock Skews: 0.005318 ns

Global routing
  • Largest net degree at the start of global routing: 20
  • Initial antenna violation count: 0
  • GR Util All Layers: 0.2427
  • Gr ovfl total: 0
  • Number of global-route vias before repair: 3,182
  • First-pass GRT wire length: 15.15 mm

Placed design
  • Post-placement cell count: 606
  • RD Place Congestion: 0.8919
  • HPWL after DPL: 7.878 mm
  • Number of port buffers: 30

Job
  • Tool warnings: 28
  • Number of max-cap violations: 0

CTS
  • TritonCTS clock tree: done
  • TritonCTS Buffers: 5
  • Clk buf depth: 2
  • Worst-Skew Late Latency: 0.28 ns
  • CTS sink cnt: 32
  • Clock Tree Root: clkbuf_8
  • Clk pin slew, worst setup/hold paths: 0.06 ns
  • H-Tree Depth: 2
[cell families after synthesis]
family,share of synthesized area
xor+xnor,0.03893
mux,0.1320
compound gates,0.07729
simple gates,0.1057
fa+ha+maj,0.3326
flops,0.2248
buf+inv,0.08870
[placed cells by master (no fill, tap or decap), drive strengths merged, types with 4 or more instances in the layout]
cell type	count
a21o	8
nand2	34
clkbuf	8
xor2	6
mux2	6
xnor2	13
and3	4
a21oi	12
nor2b	9
inv	83
nand3	4
clkdlybuf4s50	26
ha	32
mux4	13
nor2	36
fa	51
o21ai	13
mux2i	20
and2	8
buf	73
edfxtp	32
[routing by layer]
| layer | vias to the layer above | track usage | wire length [microns] |
|---|---|---|---|
| met5 | - | 0 | 0 |
| met4 | 0 | 0.006313 | 0 |
| met3 | 0 | 0.06618 | 597 |
| met2 | 78 | 0.3786 | 4308 |
| met1 | 1517 | 0.3927 | 4363 |
| li1 | 1566 | - | - |
[worst reg2reg max path, stage by stage (launching register included)]
cell	delay (ns)
edfxtp_1	0.38
mux4_2	0.51
nor2_2	0.13
a21oi_2	0.05
buf_4	0.18
ha_1	0.20
inv_1	0.10
fa_1	0.39
inv_1	0.07
fa_1	0.44
fa_1	0.54
inv_1	0.05
fa_1	0.52
inv_1	0.06
ha_4	0.25
a21oi_2	0.14
o211ai_1	0.17
a221oi_2	0.28
buf_4	0.17
buf_4	0.10
nor2b_1	0.04
o2111ai_1	0.21
nand3_2	0.11
buf_4	0.16
buf_4	0.13
[cells in the mapped netlist, types with 2 or more instances]
cell type	count
edfxtp_1	32
inv_1	80
and3_1	4
o21ai_2	3
ha_1	32
o21ai_1	4
a21oi_1	10
nor2_1	36
nand3_1	4
mux2i_1	20
inv_2	3
xnor2_1	13
buf_4	2
mux2_2	5
xor2_1	6
mux4_2	12
o211ai_1	2
buf_6	2
a21o_1	8
fa_1	51
a31oi_1	2
a21oi_2	2
and2_1	8
nor2b_1	9
buf_2	3
nand2_1	32
o21ai_0	6
a22oi_2	2
nand2_2	2
clkbuf_1	3
[final cells by class]
type | count | area, sq um | area share
clock inverter | 2 | 35.03 | 0.006458
clock buffer | 6 | 72.57 | 0.01338
tap | 105 | 131.4 | 0.02422
multi-input combinational | 288 | 3029 | 0.5583
sequential | 32 | 960.9 | 0.1771
timing repair buffer | 103 | 884.6 | 0.1631
inverter | 83 | 311.5 | 0.05743
[through the flow]
| stage | hold WS [ns] | setup WS, ns | utilization | instance area [sq um] |
|---|---|---|---|---|
| after floorplan | 0.9765 | 1.048 | - | 4274 |
| after global placement | 1.074 | -0.1724 | 0.6280 | 5186 |
| after detailed placement | 1.067 | -0.2066 | 0.6280 | 5186 |
| after CTS | 1.096 | 0.04968 | 0.6408 | 5291 |
| after global routing | 1.118 | 0.004108 | 0.6570 | 5425 |
| final | 1.061 | 0.2685 | 0.6570 | 5425 |
[path summary, 6_finish.rpt]
path                                             start                endpoint  slack, ns  cells past startpoint
worst min register to register  re.gpr[1][5]$_DFFE_PP_  re.gpr[1][5]$_DFFE_PP_       1.06                      5
worst max-delay path                         Raddr2[1]        displayResult[4]       0.27                     24
worst max register to register  re.gpr[3][4]$_DFFE_PP_  re.gpr[1][7]$_DFFE_PP_       4.37                     24
worst min-delay path            re.gpr[1][5]$_DFFE_PP_  re.gpr[1][5]$_DFFE_PP_       1.06                      5
[repair_timing]
action / in CTS / in global routing
pin swaps: 0 / 15
gates resized: 2 / 32
endpoints found under the setup margin: 4 / 5
buffers inserted: 0 / 5
hold buffers: 0 / 0
endpoints found under the hold margin: 0 / 0
