==> flow/design.v <==
package cpuConfig;
    parameter N      = 8;    
    parameter A_SIZE = 2;    
    parameter O_SIZE = 3;    
    parameter P_SIZE = 4;    
    parameter R_SIZE = 2;    
    typedef enum logic [(O_SIZE-1):0] {
        LDI,     
        LDS,     
        ADD,     
        ADDI,    
        MUL,     
        MULI,    
        WAIT0,   
        WAIT1    
    } opCode_t;
    typedef enum logic [(A_SIZE-1):0] {
        ALU_A,       
        ALU_B,       
        ALU_ADD,     
        ALU_MUL      
    } aluFunc_t;
endpackage
module counter #(parameter n = 24)  
  (input logic fastclk, output logic clk);
logic [n-1:0] count;
always_ff @(posedge fastclk)
    count <= count + 1;
assign clk = count[n-1];  
endmodule
==> flow/run.sh <==
#!/bin/bash
# OpenROAD 26Q1-2900-gdf79404cd8, Yosys 0.63+post, stock flow scripts
make -C /OpenROAD-flow-scripts/flow DESIGN_CONFIG=/design/flow/config.mk WORK_HOME=/design/flow/orfs finish
==> flow/config.mk <==
export PLATFORM = sky130hd
export DESIGN_NAME = counter
export DESIGN_NICKNAME = counter
export VERILOG_FILES = /design/flow/design.v
export SDC_FILE = /design/flow/constraint.sdc
export NUM_CORES = 4
export LEC_CHECK = 1
export CORE_AREA = 10 10 88 88
export DIE_AREA = 0 0 98 98
==> flow/constraint.sdc <==
current_design counter

set clk_period 5.4
set clk_io_pct 0.2

create_clock -name clk0 -period $clk_period [get_ports {fastclk}]

set non_clock_inputs [all_inputs -no_clocks]
set_input_delay [expr $clk_period * $clk_io_pct] -clock clk0 $non_clock_inputs
set_output_delay [expr $clk_period * $clk_io_pct] -clock clk0 [all_outputs]
==> results.json <==
{
  "grt_overflow": 0,
  "synth_top_cell_by_area": "dfxtp_1",
  "finalCritPeriodShare": 0.3972,
  "fin_tns_setup_ps": 0,
  "antenna_found_initial": 0,
  "critPathMaxFanout": 2,
  "area_growth_pct": 17.64,
  "post-route-min-period_ps": 2145,
  "wl_per_cell_um": 6.963,
  "critPathArrivalTime_ps": 1060,
  "die_area_um2": 9604,
  "powerDensity_nw_per_um2": 276.3,
  "post_cts_buffers": 0,
  "dp_hpwl_um": 798.9,
  "gp_congestion": 0.7473,
  "clkLatencyLatePin_ps": 260,
  "grt_use_total": 0.02295,
  "drive_above_1_share": 0.09091,
  "ys_cells": 83,
  "slowest_stage": "clkdlybuf4s50_1",
  "syn_inst": 83,
  "layout_top_cell": "dfxtp_1",
  "switchingPower_uw": 51.17,
  "regMostFlops": "count",
  "syn_area_um2": 900.9,
  "largest_reg_flops": 24,
  "path_buffers": 1,
  "yosys_area_um2": 900.9,
  "worstPathCellList": "clkdlybuf4s50_1",
  "switching_share": 0.1747,
  "clkSlewWorstSetupHoldPaths_ps": 80,
  "grt_pass1_vias": 507,
  "cts.sinks": 24,
  "die_h_um": 98,
  "slowest_delay_ps": 460,
  "clock_skew_ps": 3.442,
  "avgSynthCellArea_um2": 10.85,
  "hold_viol": 0,
  "dr_total_vias": 559,
  "tool_warnings": 25,
  "mi_logic_area_um2": 416.7,
  "drc": 0,
  "hold_path.class": "flop to flop",
  "drt_iter0_markers": 25,
  "io_pins": 2,
  "antenna_cells": 0,
  "comb_power_share": 0,
  "num_rows": 28,
  "postSynthSeqShare": 0.5333,
  "htree_levels": 1,
  "tightest_slew_ps": 488.0,
  "top_cell_area_share": 0.5333,
  "clkPwrFrac": 0.396,
  "layout_top_cells": "24 x dfxtp_1, 18 x xnor2_1, 9 x nand3_1",
  "ir_worst_vdd_mv": 0.1767,
  "maxCapViolCount": 0,
  "yosys-top-cells-area": "dfxtp_1 53%, xnor2_1 18%, nand3_1 5.0%",
  "critPathTopFamily": "buffers and inverters",
  "start_kind": "flop",
  "cts_buffers": 3,
  "cp-end-kind": "output port",
  "seq_power_share": 0.604,
  "synth_cell_type_count": 15,
  "slew_violations": 0,
  "die-width_um": 98,
  "dr.pass1.iters": 3,
  "slew_headroom": 0.6735,
  "ctsResizeCount": 0,
  "initial_utilization": 0.1522,
  "critical_path_class": "flop to output port",
  "cts_tree": "done",
  "p_int_uw": 241.7,
  "rsz0062_at_grt": "no",
  "n_fill_cell": 636,
  "ys_ff": 24,
  "ant_nets": 0,
  "flop_area_um2": 480.5,
  "grt_pass1_wl_mm": 1.966,
  "finalWirelength_mm": 1.135,
  "reg_top3": "count x24",
  "status": "completed",
  "core_um2": 5921,
  "power.leakage_nw": 0.3354,
  "viasPerCell": 3.429,
  "io_buffer_count": 1,
  "clock_path_buffers": 2,
  "required_ps": 4320,
  "grt_max_degree": 14,
  "power.total_uw": 292.8,
  "cts_root_buf": "clkbuf_8",
  "fmax_mhz": 466.3,
  "setup_viol": 0,
  "yosysWarnings": 1,
  "hold_buffers": 0
}
-- synth_stat cells, drive strengths merged --
cell	count
nor2	2
and4	3
nor3	1
xor2	4
dfxtp	24
and3	5
nand2	7
inv	1
nand4	6
nand3	10
ha	1
xnor2	18
and2b	1
-- final cells by class --
type	count	area share
Clock buffer	4	0.05195
Timing Repair Buffer	1	0.009445
Inverter	1	0.003542
Multi-Input combinational cell	58	0.3932
Sequential cell	24	0.4534
Tap cell	75	0.08855
-- per-stage QoR --
step	util	hold WS (ps)	std cells	worst slack, ps	instance area, um2
final	0.1790	413.6	163	3255	1060
after global routing	0.1790	439.7	163	3193	1060
after CTS	0.1790	421.7	163	3238	1060
after detailed placement	0.1697	401.5	159	3533	1005
after global placement	0.1697	398.7	159	3530	1005
after floorplan	-	382.9	83	4024	900.9
-- path summary, 6_finish.rpt --
kind	from	to	slack, ps	depth (start not counted)
worst max-delay path	count[23]$_DFF_P_	clk	3260	1
worst min-delay path	count[0]$_DFF_P_	count[0]$_DFF_P_	410	1
worst max register to register	count[0]$_DFF_P_	count[18]$_DFF_P_	3970	5
worst min register to register	count[0]$_DFF_P_	count[0]$_DFF_P_	410	1
-- power groups by stage --
stage	Sequential (mW)	Clock, mW	Combinational [mW]
4_1_cts	0.177	0.122	0.000000113
5_1_grt	0.177	0.126	0.000000113
6_report	0.177	0.116	0.000000113
-- metal layers --
metal  vias to the layer above  GRT usage  wire, um
met5                         -          0         0
met4                         0          0         0
met3                         0    0.01209        56
met2                         4    0.03553       456
met1                       255    0.02958       622
li1                        300          -         -
-- kinds of logic after synthesis --
logic type                 synth area share
adders and majority gates           0.01389
DFF                                  0.5333
xor gates and xnor gates             0.2139
and+or+nand+nor                      0.2347
buffers and inverters              0.004163
Power is estimated from default activity; no workload was simulated.
